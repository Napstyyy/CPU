File: design/flow/run.sh
#!/bin/bash
# OpenROAD 26Q1-2900-gdf79404cd8, Yosys 0.63+post, stock flow scripts
make -C /OpenROAD-flow-scripts/flow DESIGN_CONFIG=/design/flow/config.mk WORK_HOME=/design/flow/orfs finish
File: design/flow/config.mk
export PLATFORM = sky130hd
export DESIGN_NAME = ControlUnit
export DESIGN_NICKNAME = ControlUnit
export VERILOG_FILES = /design/flow/design.v
export SDC_FILE = /design/flow/constraint.sdc
export NUM_CORES = 4
export LEC_CHECK = 1
export CORE_AREA = 10 10 70 70
export DIE_AREA = 0 0 80 80
File: design/flow/constraint.sdc
current_design ControlUnit

set clk_period 2.0
set clk_io_pct 0.2

create_clock -name clk0 -period $clk_period

set non_clock_inputs [all_inputs -no_clocks]
set_input_delay [expr $clk_period * $clk_io_pct] -clock clk0 $non_clock_inputs
set_output_delay [expr $clk_period * $clk_io_pct] -clock clk0 [all_outputs]
File: design/flow/design.v
module ControlUnit (
    input logic [6:0] opcode,
    input logic [2:0] Funct3,
    input logic [6:0] Funct7,
    output logic RUWr,
    output logic [3:0] ALUOp,
    output logic [2:0] ImmSrc,
    output logic ALUASrc,
    output logic ALUBSrc,
    output logic DMWr,
    output logic [2:0] DMCtrl,
    output logic [4:0] BrOp,
    output logic [1:0] RUDataWrSrc,
    output logic DMRd_ex
);
always @* begin
    if (opcode == 7'b0110011 || opcode == 7'b0010011 || opcode == 7'b0000011) begin
        RUWr = 1'b1;
        if (opcode == 7'b0110011) begin
                 ALUOp = {Funct7[5], Funct3};
            end
                else if (opcode == 7'b0010011) begin
                    if(Funct3 == 3'b001 || Funct3 == 3'b101) begin
                        ALUOp = {Funct7[5], Funct3};
                    end
                    else begin
                        ALUOp = {1'b0, Funct3};
                    end
                end
                    else begin
                        ALUOp = 4'b0000;
                        DMRd_ex = 1'b1;
                    end
        ImmSrc = 3'b000;
        ALUASrc = 1'b0;
        ALUBSrc = ~opcode[5];
        DMWr = 1'b0;
        DMCtrl = Funct3;
        BrOp = 5'b00000;
        RUDataWrSrc = {1'b0, ~opcode[4]};
    end
    else if (opcode == 7'b1100011 || opcode == 7'b1101111 || opcode == 7'b0100011) begin
        RUWr = opcode[3];
        ALUOp = 4'b0000;
        ALUASrc = opcode[6];
        ALUBSrc = 1'b1;
        DMWr = ~opcode[6];
        DMCtrl = Funct3;
        if (opcode == 7'b1100011) begin
            ImmSrc = 3'b101;
            BrOp = {2'b01, Funct3};
        end
            else if (opcode == 7'b1101111) begin
                ImmSrc = 3'b110;
                BrOp = 5'b10000;
            end
                else begin
                    ImmSrc = 3'b001;
                        BrOp = 5'b00000;
                end
        RUDataWrSrc = 2'b10;
    end
    else if (opcode == 7'b1100111 || opcode == 7'b0110111) begin
        RUWr = opcode[6];
        ALUOp = (opcode == 7'b1100111) ? 4'b0000 : 4'b0111;
        ImmSrc = (opcode == 7'b1100111) ? 3'b000 : 3'b010;
        ALUASrc = 1'b0;
        ALUBSrc = 1'b1;
        DMWr = 1'b0;
        DMCtrl = 3'b000;
        BrOp = (opcode == 7'b1100111) ? 5'b10000 : 5'b00000;
        RUDataWrSrc = (opcode == 7'b1100111) ? 2'b10 : 2'b00;
    end
    else begin
        RUWr = 1'b0;
        ALUOp = 1'b0;
        ImmSrc = 1'b0;
        ALUASrc = 1'b0;
        ALUBSrc = 1'b0;
        DMWr = 1'b0;
        DMCtrl = 1'b0;
        BrOp = 1'b0;
        RUDataWrSrc = 1'b0;
    end
end
endmodule
==> run notes <==
Implementation numbers.

- The routability congestion estimate is 0.884.
- The placed instances occupy a cell area of 795 um^2.
- Grouping non-sequential cells by family puts the most area in simple AND/OR/NAND/NOR gates.
- The total routing usage reported by global routing is 0.0478.
- The via count is 605.
- The largest net degree at the start of global routing is 11.
- The footprint of the flip-flops and latches is 0 um^2.
- STA classifies the critical path startpoint as an input port.
- The largest individual stage delay along the critical path comes from the cell or3_4.
- The number of antenna violations at the first check in global routing was 0.
- Routing resource usage on met3 recorded by global route was 0.00909.
- The largest stage delay on the critical path is 390 ps.
- STA reports the tightest min-delay check as being of type in2out.
- Grouping stages by cell kind, the critical path spends the most delay in buffers and inverters.
- The area share of and/or/nand/nor cells after synthesis is 0.515.
- For reference, the final report shows the max-slew violation count at 0.
- Synthesis handed over a netlist of 55 instances.
- The maximum fanout along the worst path is 6.
- The number of clock buffer instances in the layout is 0.
- The maximum frequency from static timing analysis is 514 MHz.
- Traced cell by cell, the critical path runs through clkdlybuf4s15_2 > nand2_4 > or3_4 > buf_4 > a21oi_2 > dlygate4sd2_1.
- In the Yosys stats the netlist draws on 26 distinct library cells.
- The via count of the first global-routing pass is 536.
- The worst setup path is of the in2out kind.
- The average cell area after synthesis is 6.10 um^2.
- The average detailed-routed wire length per instance is 11.7 um.
- The placeable core region is 3420 um^2.
- During placement, the flow inserted port buffers numbering 32.
- Per the synthesis report, the adder-cell share of the synthesized area is 0.
- The endpoint type of the worst setup path is an output port.
- The initial utilization of the core area, before any placement, comes to 0.0982.
- The number of endpoints failing setup at the final stage is 0.
- The antenna diode instance count is 0.
- Per Yosys stat, the portion of area used by sequential elements is 0.
- Per the GRT log, the top usage layer is met2.
- The report puts the hold buffer count at CTS at 0.
- The violation count after the first detailed-routing iteration is 41.
- According to the I/O placement log, the pin count is 39.
- The total detailed-routing wirelength is 1.77 mm.
- The first global-routing pass estimated 2.63 mm of wire.
- The area recorded from the Yosys report for this design is 335 um^2.
- The vertical die dimension reported for this design is 80 um.
- The yosys warning tally is 1.
- The first TritonRoute pass finished after 4 iterations.
- After synthesis, the design contains 55 cells according to Yosys.
- The most critical hold endpoint after final layout shows a slack of 1220 ps.
- The detail route stage leaves a number of antenna-violating nets equal to 0.
- The width of the die is 80 um.
- Of the cells placed in the final design, the portion with a size suffix greater than 1 is 0.457.
- The combined buffer and inverter count along the critical path is 3.
- The final design area excluding fillers is 901 um^2.
- Using the TritonRoute via totals, the vias-per-cell ratio works out to 4.01.
- The leakage power is 0.000487 uW.
- The period utilization is 0.973.
- Data on the critical path arrives at its endpoint at 1550 ps.
- In this run the power density over the cells is 122 nW/um^2.
- The synthesized-area fraction occupied by xor and xnor cells is 0.
- Summing every instance area after synthesis gives 335 um^2.
- The met1 layer usage reported by global route is 0.0673.
- Counting I/O delays and the setup requirement, the final critical path takes 1950 ps.
- The area of the chip is 6400 um^2.
- The remaining design rule violation count is 0.
- The peak ir drop on the vdd network is 0.0000226 V.
- Per the run report, area growth between synthesis and finish was 169%.
- The total count of hold-check failures in the final report is 0.
- There are 0 flip-flops and latches.
- Of the total synthesized cell area, the portion taken by AND-OR and OR-AND cells is 0.313.
- The required arrival time at the worst endpoint is 1600 ps.
- The post-synthesis mux area share is 0.
- In this run the maximum-capacitance check reported violations numbering 0.
- The half-perimeter wire length of the detailed placement result is 1.41 mm.
- The met2 track demand over resource in global routing is 0.0778.
- The initialized floorplan defines 21 standard-cell rows.
- Warnings raised by the tools during the run amount to 38.
- The run finished with clean final reports.
- The total overflow left after global routing is 0.
- The count of non-filler cells in the finished layout is 151.
- Per the placement report, the placed cell count is 144.
==> layout make-up <==
class | count | area (um^2)
timing repair buffer | 55 | 473
fill | 362 | 2510
tap | 46 | 57.6
multi-input combinational | 46 | 355
inverter | 4 | 15.0
==> path summary, 6_finish.rpt <==
path | startpoint | to | slack [ps] | depth (start not counted)
max | opcode[0] | ALUOp[0] | 50 | 6
min | opcode[4] | RUDataWrSrc[0] | 1220 | 3
==> cells in the mapped netlist <==
cell | count | area (um^2)
clkbuf_2 | 1 | 5.00
nor2_1 | 3 | 11.3
nor3_2 | 1 | 10.0
and2_1 | 2 | 12.5
o22ai_1 | 1 | 6.26
buf_4 | 1 | 7.51
a211o_1 | 1 | 8.76
a211oi_1 | 2 | 15.0
nand4b_1 | 2 | 17.5
o221a_2 | 1 | 11.3
conb_1 | 1 | 3.75
nor4_1 | 1 | 6.26
o22a_1 | 1 | 8.76
and4bb_2 | 1 | 12.5
nor3_1 | 3 | 15.0
buf_6 | 2 | 22.5
inv_1 | 4 | 15.0
or2_1 | 1 | 6.26
a21boi_1 | 2 | 15.0
or3_1 | 2 | 12.5
o21ai_0 | 1 | 5.00
nand2_1 | 6 | 22.5
a21oi_1 | 7 | 35.0
clkbuf_1 | 1 | 3.75
nand2b_1 | 6 | 37.5
nor4b_1 | 1 | 8.76
==> power breakdown <==
group	leakage, uW	switching, uW	total, uW	internal [uW]
Clock	0	0	0	0
Combinational	0.000487	48.8	110	61.3
Sequential	0	0	0	0
==> stage by stage <==
step | setup slack (ps) | power (uW) | setup TNS, ps | utilization
floorplan | 403 | 37.2 | 0 | -
global placement | -579 | 93.9 | -10470 | 0.233
detailed placement | -633 | 94.6 | -11120 | 0.233
CTS | 1.99 | 106 | 0 | 0.256
global route | -14.2 | 119 | -14.2 | 0.264
finish | 54.4 | 110 | 0 | 0.264
==> kinds of logic (layout without fill, tap and decap cells) <==
group | after synthesis | after routing
compound gates | 16 | 16
other cells | 1 | 1
buf+inv | 9 | 59
simple gates | 29 | 29
==> layer usage <==
layer / up-vias / part of all wire
met5: - / 0
met4: 0 / 0
met3: 0 / 0.080
met2: 24 / 0.43
met1: 284 / 0.49
li1: 297 / -
==> layout by cell type, fill, tap and decap left out, types with 2 or more instances in the layout <==
| cell type | count |
|---|---|
| nand2_1 | 5 |
| nor2_1 | 2 |
| clkdlybuf4s50_1 | 4 |
| and2_1 | 2 |
| nor3_2 | 2 |
| a21oi_1 | 3 |
| buf_6 | 5 |
| or3_4 | 2 |
| nand2b_1 | 5 |
| a21boi_1 | 2 |
| a211oi_1 | 2 |
| buf_4 | 20 |
| dlygate4sd2_1 | 18 |
| a21oi_2 | 4 |
| nand4b_1 | 2 |
| inv_1 | 3 |
| buf_2 | 4 |
| dlymetal6s2s_1 | 3 |
==> what timing repair did <==
| action | CTS | global route |
|---|---|---|
| setup buffers | 5 | 2 |
| pin swaps | 13 | 4 |
| resized | 66 | 7 |
| endpoints found under the setup margin | 21 | 4 |
Power figures rest on the tool's default switching activity, not on a simulated workload.
