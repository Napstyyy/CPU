`design.v`:
```
module RegisterUnit (
  input wire clk,
  input [4:0] rs1,
  input [4:0] rs2,
  input [4:0] rd,
  input [31:0] DataWr,
  input RUWr,
  output reg [31:0] RURs1,
  output reg [31:0] RURs2
);
  logic [31:0] RU [0:31];
initial begin
    for (int i = 0; i < 32; i++) begin
        RU[i] = 32'h00000000;
    end
    RU[2] = 32'd1000;
end
  assign RURs1 = RU[rs1]; 
  assign RURs2 = RU[rs2];
  always @(posedge clk) begin
    if(RUWr && rd != 0) 
      RU[rd] <= DataWr;
  end  
endmodule
```
`run.sh`:
```
#!/bin/bash
# OpenROAD 26Q1-2900-gdf79404cd8, Yosys 0.63+post, stock flow scripts
make -C /OpenROAD-flow-scripts/flow DESIGN_CONFIG=/design/flow/config.mk WORK_HOME=/design/flow/orfs finish
```
`config.mk`:
```
export PLATFORM = sky130hd
export DESIGN_NAME = RegisterUnit
export DESIGN_NICKNAME = RegisterUnit
export VERILOG_FILES = /design/flow/design.v
export SDC_FILE = /design/flow/constraint.sdc
export NUM_CORES = 4
export LEC_CHECK = 1
export CORE_UTILIZATION = 50
```
`constraint.sdc`:
```
current_design RegisterUnit

set clk_period 10.0
set clk_io_pct 0.2

create_clock -name clk0 -period $clk_period [get_ports {clk}]

set non_clock_inputs [all_inputs -no_clocks]
set_input_delay [expr $clk_period * $clk_io_pct] -clock clk0 $non_clock_inputs
set_output_delay [expr $clk_period * $clk_io_pct] -clock clk0 [all_outputs]
```
==> flow_summary.yaml <==
# synthesis and place-and-route metrics
power_and_ir_drop:
  cellPowerDensity_mw_per_mm2: 178
  irDropWorstVdd_mv: 0.155
  p_leak_nw: 20.2
  p_total_mw: 9.79
detailed_routing:
  drt-initial-drc-count: 2549
  drt_wl_total_mm: 153
  via_count: 31000
  remaining_drc_errors: 0
  wire_per_inst_um: 31.4
  drtAntennaViolNets: 0
  firstDrtPassIters: 5
  viasPerCell: 6.38
worst_setup_path:
  worstSetupPathType: "input port to primary output"
  critPathSlowestCell: "and2_4"
  cpPeakStageDelay_ns: 0.72
  crit_path_start_kind: "input port"
  crit_cells: 8
  worstSetupEndpoint: "RURs2[15]"
  crit_family: "buffers and inverters"
  worstSetupStartpoint: "rs2[2]"
  cp.arrival_ns: 5.49
  path_cells: "clkdlybuf4s50_1, and2_4, buf_4, a22o_1, nor3_1, a31oi_1, nand3_1, clkdlybuf4s50_1"
  critPathRequiredTime_ns: 8.00
  worstPathMaxFanout: 45
  end_kind: "primary output"
  path_buffers: 3
  path_common_cell: "clkdlybuf4s50_1"
timing:
  max_slew.worst_pin.slew_ns: 0.992
  slew_viol_final: 0
  tns_ns: 0
  hold_violations: 0
  relSlewSlack_pct: 33.7
  finalSetupViolations: 0
  hold_ws_ns: 2.15
  rsz0062_at_grt: "false"
  min_period_ns: 7.49
  period_used_pct: 74.9
  fmax_ghz: 0.134
floorplanning:
  core_area_mm2: 0.0967
  dieArea_mm2: 0.0988
  fp-utilization_pct: 50.4
  num_rows: 114
  die_h_um: 314
  io_pins: 113
  die_width_um: 314
cells_and_area:
  syn_to_final_growth_pct: 12.7
  drive_above_1_share_pct: 8.60
  regMostFlops: "RU"
  final_cell_area_mm2: 0.0550
  largestRegisters: "RU: 1024 flops"
  final_cells: 4860
  largest_reg_flops: 1024
job:
  warnings: 26
  max_cap_violations: 0
placement:
  placed_area_mm2: 0.0513
  dpl.cell_count: 4659
  hpwlAfterDp_mm: 80.8
  gp_congestion: 0.879
  port_buffers: 112
clock_tree:
  cts_tree: "done"
  cts_setup_buffers: 0
  numCtsBuffers: 109
  clock-root-buffer: "clkbuf_16"
  cts.clk_slew.worst_paths_ns: 0.06
  clockBufferDepth: 3
  h-tree-depth: 3
  cts_resized: 0
  cts_hold_buf: 0
  cts.sinks: 1024
global_routing:
  grt_pass1_wl_mm: 218
  grt_max_degree: 99
  antenna_found_initial: 4
  grt_overflow_total: 0
  first_global_vias: 32500
  gr-usage-all-layers_pct: 34.1
hold_path:
  holdCritPathClass: "input port to register"
  hp-start: "DataWr[14]"
synthesis:
  synth_area_mm2: 0.0488
  synth_warnings: 3
  ys_cells: 3386
  synth-seq-area-share_pct: 63.1
  synth_flops: 1024
  synth_cells: 3386
  ys_types: 24
  avgSynthCellArea_um2: 14.4
  yosys_area_mm2: 0.0488
outcome:
  outcome: "finished, final reports clean"
layout make-up:
| type | instances | area (um2) |
|---|---|---|
| repair buffers | 219 | 2100 |
| multi-input cells | 2140 | 16900 |
| fillers | 7251 | 41800 |
| flip-flops and latches | 1024 | 30700 |
| well taps | 1276 | 1600 |
| clock buffers | 138 | 2920 |
| diodes | 3 | 7.51 |
| clock inverters | 60 | 691 |
Yosys cell counts (all sizes together):
| cell | number | area share, % |
|---|---|---|
| conb | 1 | 0.0077 |
| nor2b | 4 | 0.051 |
| or3 | 1 | 0.013 |
| a21oi | 192 | 2.0 |
| nand3 | 194 | 2.0 |
| nand3b | 5 | 0.077 |
| a22oi | 192 | 3.0 |
| nor3 | 64 | 0.66 |
| mux2i | 1024 | 21 |
| nand2b | 4 | 0.051 |
| or3b | 3 | 0.054 |
| and2 | 2 | 0.026 |
| nor2 | 34 | 0.26 |
| a22o | 128 | 2.3 |
| or2 | 2 | 0.026 |
| edfxtp | 1024 | 63 |
| buf | 167 | 2.5 |
| nand2 | 195 | 1.5 |
| clkbuf | 86 | 0.69 |
| a31oi | 64 | 0.82 |
cell usage in the layout, fill, tap and decap left out, drive strengths merged:
cell type	count
bufinv	15
nor2	34
mux2i	1024
nor2b	4
inv	1
clkinv	38
conb	32
or3b	3
diode	3
clkdlybuf4s50	110
nand2b	4
or3	1
a31oi	64
a22o	128
nand3b	5
buf	109
a21oi	192
edfxtp	1024
clkinvlp	6
nand3	194
nor3	64
clkbuf	138
or2	2
a22oi	192
nand2	195
and2	2
kinds of logic after synthesis:
kind of cell	count (synthesis)	share of synthesized area (%)
compound gates	576	8.05
buf+inv	253	3.15
flops	1024	63.1
mux	1024	21.0
other cells	1	0.00769
simple gates	508	4.71
per-layer routing:
layer / wire length, um / track usage, %
met1: 52700 / 44.0
met2: 65700 / 45.8
met3: 28000 / 26.8
met4: 5850 / 10.1
met5: 401 / 2.56
worst min path at each step:
stage	end	slack [ns]	cells past startpoint
4_1_cts	RU[9][13]	2.11	2
5_1_grt	RU[14][27]	2.15	2
6_report	RU[24][14]	2.15	2
per-stage QoR:
step / utilization, % / setup slack, ns
after floorplan: - / 4.95
after global placement: 53.1 / 2.68
after detailed placement: 53.1 / 2.63
after CTS: 56.8 / 2.60
after global routing: 56.8 / 2.48
final: 56.8 / 2.51
power by group:
group,switching [mW],leakage (nW),internal (mW),total [mW]
registers,0.0249,9.25,4.79,4.81
clock network,1.64,1.74,2.44,4.08
logic,0.561,9.26,0.334,0.895
No activity file was given, so power comes from the tool's default toggle rates.
