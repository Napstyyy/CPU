`flow/run.sh`:
```
#!/bin/bash
# OpenROAD 26Q1-2900-gdf79404cd8, Yosys 0.63+post, stock flow scripts
make -C /OpenROAD-flow-scripts/flow DESIGN_CONFIG=/design/flow/config.mk WORK_HOME=/design/flow/orfs finish
```
`flow/config.mk`:
```
export PLATFORM = sky130hd
export DESIGN_NAME = ImmediateGenerator
export DESIGN_NICKNAME = ImmediateGenerator
export VERILOG_FILES = /design/flow/design.v
export SDC_FILE = /design/flow/constraint.sdc
export NUM_CORES = 4
export LEC_CHECK = 1
export CORE_AREA = 10 10 70 70
export DIE_AREA = 0 0 80 80
```
`flow/constraint.sdc`:
```
current_design ImmediateGenerator

set clk_period 3.0
set clk_io_pct 0.2

create_clock -name clk0 -period $clk_period

set non_clock_inputs [all_inputs -no_clocks]
set_input_delay [expr $clk_period * $clk_io_pct] -clock clk0 $non_clock_inputs
set_output_delay [expr $clk_period * $clk_io_pct] -clock clk0 [all_outputs]
```
`flow/design.v`:
```
module ImmediateGenerator (
    input logic [24:0] Inst,
    input logic [2:0] ImmSrc,
    output logic [31:0] ImmExt
);
    always @* begin
        case (ImmSrc)
            3'b000: ImmExt = { {20{Inst[24]}}, Inst[24:13]};
            3'b001: ImmExt = { {20{Inst[24]}}, Inst[24:18], Inst[4:0]};
            3'b101: ImmExt = { {19{Inst[24]}}, Inst[24], Inst[0], Inst[23:18], Inst[4:1], 1'b0};
            3'b010: ImmExt = { {12{Inst[24]}}, Inst[24:5]};
            3'b110: ImmExt = { {11{Inst[24]}}, Inst[24], Inst[12:5], Inst[13], Inst[23:14], 1'b0};
            default: ImmExt = 32'h00000000;
        endcase
    end
endmodule
```
==> summary.log <==
[run_status] outcome finished clean
[logic_synthesis] distinct cell type count of the synthesized netlist 27
[pwr] proportion of power drawn by the clock network 0%
[floorplan] core area 3420 µm²
[placement] routability cong. 0.855
[worst_setup_path] required time worst endpoint 2.40 ns
[pwr] Combinational Power Share 100.0%
[logic_synthesis] Top cells by area buf_4 (12%), mux2i_1 (9.0%), mux2_2 (8.4%), o2bb2ai_1 (7.9%), a21oi_1 (6.8%)
[timing] Worst Max-Slew Pin Slew 0.280 ns
[logic_synthesis] Mean Syn Cell Area 7.09 µm²
[placement] total of buffers placed on input and output ports 60
[floorplan] site row count 21
[timing] number of failing hold endpoints at the final stage 0
[worst_setup_path] critical path class input pin to output port
[pwr] total power density per cell area 150 nW/µm²
[placement] total half-perimeter wirelength after legalization and detailed placement 2460 µm
[grt] global-route usage over all layers 8.50%
[cts] number of setup buffers added after CTS 0
[routing] first-pass iteration count of the detailed router 3
[grt] vias in the first global route 904
[job] number of max-cap violations 0
[grt] total congestion overflow after global routing 0
[worst_setup_path] category of the worst setup path capture point output port
[floorplan] die extent in y 80 µm
[logic_synthesis] cell taking the most area after synthesis buf_4
[routing] DR vias/cell 4.48
[worst_setup_path] Arrival @ worst endpoint 2.34 ns
[cells_and_area] sequential cell area 0 µm²
[min_path] Hold Path Origin ImmSrc[0]
[timing] Max Clk Rate 340 MHz
[cells_and_area] finished layout cell area 1260 µm²
[timing] setup repair after global routing missed its margin no
[pwr] sequential share of power 0%
[routing] overall routed net length 2810 µm
[grt] pin count of the biggest net entering global routing 13
[worst_setup_path] startpoint class of the critical path input pin
[routing] Routed WL per cell 14.7 µm
[logic_synthesis] yosys stat cell total 94
[logic_synthesis] most common cell in the netlist buf_4
[cells_and_area] flip-flop and latch count 0
[min_path] cell depth of the worst hold path 4
[logic_synthesis] share of the yosys chip area belonging to registers 0%
[logic_synthesis] top cells by instance count after synthesis buf_4 (11), a21oi_1 (9), nand2_1 (8)
[cells_and_area] # fillers 360
[floorplan] IO Pins 60
[pwr] VDD IR-drop max 0.0000602 V
[timing] Final TNS setup 0 ns
[timing] worst rel slew slack 81.3%
[logic_synthesis] post-synth area from yosys stat 667 µm²
[routing] final routed DRC violation total 0
[pwr] Switching Fraction 32.3%
[routing] violation count after the first detailed-route iteration 68
[logic_synthesis] cell area after technology mapping 667 µm²
[timing] total of endpoints with negative setup slack in the final report 0
[placement] post-detailed-placement cell area 1260 µm²
[min_path] path type of the worst min-delay path input pin to output port
[floorplan] Chip Area 6400 µm²
[cells_and_area] synthesis-to-layout area growth 89.7%
[floorplan] initial cell density of the core 19.5%
[cells_and_area] share of post-route cells with drive strength above 1 13.7%
[routing] antenna cells 0
[min_path] hold endpoint ImmExt[18]
[timing] number of max-slew violations in the final report 0
[timing] fin crit period 2.94 ns
[routing] overall via count from detail_route 860
[worst_setup_path] worst-path maximum fanout 10
[pwr] Static Leak 0.489 nW
[grt] first-pass GRT wire length 4550 µm
[logic_synthesis] Gate Count Post-Synth 94
[grt] number of antenna violations at the first check in global routing 0
[timing] final worst-path cycle share 97.9%
[logic_synthesis] area share, top type 12.4%
[routing] number of antenna-violating nets in the routed design 0
[logic_synthesis] Synth Warn # 1
[worst_setup_path] launching instance or port of the critical path ImmSrc[1]
[floorplan] Die Width 80 µm
[job] number of warning messages in the logs 32
[cells_and_area] tally of clock buffers in the finished layout 0
[pwr] internal power of the cells 0.128 mW
[pwr] total net switching power 0.0614 mW
-- routing by layer --
metal | vias to the layer above | share of wire, % | global-route usage [%]
met3 | 0 | 8.9 | 2.84
li1 | 441 | - | -
met5 | - | 0 | 0
met1 | 392 | 43 | 11.1
met4 | 0 | 0 | 0
met2 | 27 | 48 | 14.0
-- how the worst max path moves through the flow --
stage       endpoint  slack [ns]
4_1_cts   ImmExt[15]        0.01
5_1_grt   ImmExt[19]       0.001
6_report   ImmExt[9]        0.06
-- logic make-up (layout without fill, tap and decap cells) --
family / Yosys count / after routing / synth area share [%]
multiplexers: 11 / 11 / 17.4
buffers and inverters: 23 / 75 / 24.2
AND-OR/OR-AND: 33 / 33 / 34.5
AND/OR/NAND/NOR: 27 / 27 / 23.8
-- worst max-delay path: stages --
cell and delay, ns:
clkdlybuf4s50_1 0.52, buf_4 0.22, mux2_2 0.35, o2bb2ai_1 0.16, clkdlybuf4s50_1 0.49
-- cell usage in the layout, fill, tap and decap left out, drive strengths merged --
master and instances:
buf 11, mux2i 6, nand2 8, o21ai 3, o211ai 5, nor2b 4
a31oi 2, o2bb2ai 6, o221ai 5, clkdlybuf4s50 59, inv 4, nand3b 1
nor2 1, mux2 5, nand3 5, and2b 2, or2 1, a21oi 9
nand2b 5, dlymetal6s2s 1, a32oi 1, a21o 1, o31ai 1
-- metrics by stage --
stage | hold WS (ns) | cells | worst slack, ns | util (%) | power, mW
floorplan | 1.26 | 94 | 0.740 | - | 0.0757
global placement | 2.18 | 192 | -0.00460 | 36.9 | 0.193
detailed placement | 2.18 | 192 | 0.0243 | 36.9 | 0.193
CTS | 2.18 | 192 | 0.0102 | 36.9 | 0.194
global route | 2.14 | 192 | 0.00103 | 37.0 | 0.210
finish | 2.08 | 192 | 0.0629 | 37.0 | 0.190
-- cell type report --
| cell class | count | area [µm²] | area share (%) |
|---|---|---|---|
| well taps | 46 | 57.6 | 4.55 |
| repair buffers | 71 | 686 | 54.2 |
| multi-input cells | 71 | 507 | 40.1 |
| inverters | 4 | 15.0 | 1.19 |
-- power by group through the flow --
stage | registers [mW] | logic, mW | clock network [mW]
after CTS | 0 | 0.194 | 0
after global routing | 0 | 0.210 | 0
final | 0 | 0.190 | 0
-- timing repair --
action	CTS	global route
endpoints found under the setup margin	0	7
resized	0	2
endpoints found under the hold margin	0	0
hold buffers	0	0
Power is estimated from default activity; no workload was simulated.
